==> config.mk <==
export PLATFORM = sky130hd
export DESIGN_NAME = Urna_module
export DESIGN_NICKNAME = Urna_module
export VERILOG_FILES = /design/flow/design.v
export SDC_FILE = /design/flow/constraint.sdc
export NUM_CORES = 4
export LEC_CHECK = 1
export CORE_UTILIZATION = 30
==> run.sh <==
#!/bin/bash
# OpenROAD 26Q1-2900-gdf79404cd8, Yosys 0.63+post, stock flow scripts
make -C /OpenROAD-flow-scripts/flow DESIGN_CONFIG=/design/flow/config.mk WORK_HOME=/design/flow/orfs finish
==> constraint.sdc <==
current_design Urna_module

set clk_period 4.3
set clk_io_pct 0.2

create_clock -name clk0 -period $clk_period [get_ports {Clock}]

set non_clock_inputs [all_inputs -no_clocks]
set_input_delay [expr $clk_period * $clk_io_pct] -clock clk0 $non_clock_inputs
set_output_delay [expr $clk_period * $clk_io_pct] -clock clk0 [all_outputs]
==> design.v <==
module Urna_module(C1,C2,C3,C4,Nulo,Clock,Digit,Valid,Finish,StatusValido,StatusNulo,Next);
  input wire Clock,Valid,Finish,Next;
  input wire [3:0]Digit;
  output reg [7:0]Nulo = 8'b00000000;
  output reg [7:0]C1 = 8'b00000000;
  output reg [7:0]C2 = 8'b00000000;
  output reg [7:0]C3 = 8'b00000000;
  output reg [7:0]C4 = 8'b00000000;
  output reg StatusValido = 0;
  output reg StatusNulo = 1;
  reg [3:0]Estado = 4'b0000;
always @ (posedge Clock) begin
    if((~Finish * ~Next))begin
        case (Estado)
          4'b0000:  
            begin
              if((Digit[3]==0)&(Digit[2]==0)&(Digit[1]==1)&(Digit[0]==1)&(Valid))begin   
                 Estado <= 4'b0001;
              end
              else if(Valid)begin
                  Estado <= 4'b1000;
              end
            end
          4'b0001:  
            begin
              if((Digit[3]==0)&(Digit[2]==1)&(Digit[1]==0)&(Digit[0]==0)&(Valid))begin     
                 Estado <= 4'b0010;
              end
              else if((Digit[3]==0)&(Digit[2]==1)&(Digit[1]==0)&(Digit[0]==1)&(Valid))begin    
                 Estado <= 4'b0011;
              end
              else if(Valid)begin
                  Estado <= 4'b1000;
              end
            end
          4'b0010:  
            begin
              if((Digit[3]==1)&(Digit[2]==0)&(Digit[1]==0)&(Digit[0]==1)&(Valid))begin    
                 Estado <= 4'b0100;
              end
              else if((Digit[3]==1)&(Digit[2]==0)&(Digit[1]==0)&(Digit[0]==0)&(Valid))begin    
                 Estado <= 4'b0101;
              end
              else if((Digit[3]==0)&(Digit[2]==1)&(Digit[1]==1)&(Digit[0]==1)&(Valid))begin    
                 Estado <= 4'b0110;
              end
              else if(Valid)begin
                  Estado <= 4'b1000;
              end
            end
          4'b0011:  
            begin
              if((Digit[3]==0)&(Digit[2]==0)&(Digit[1]==0)&(Digit[0]==0)&(Valid))begin     
                 Estado <= 4'b0111;
              end
              else if(Valid)begin
                  Estado <= 4'b1000;
              end
            end
          4'b0100:  
            begin
              if((Digit[3]==0)&(Digit[2]==1)&(Digit[1]==0)&(Digit[0]==0)&(Valid))begin     
                 C1 <= C1 + 8'b00000001;        
                 StatusValido <= 1;
					       Estado <= 4'b1001;
              end
              else if(Valid)begin
                  Estado <= 4'b1000;
              end
            end
          4'b0101:  
            begin
              if((Digit[3]==0)&(Digit[2]==1)&(Digit[1]==0)&(Digit[0]==1)&(Valid))begin     
                C2 <= C2 + 8'b00000001;        
                StatusValido <= 1;
					      Estado <= 4'b1001;
              end
              else if(Valid)begin
                  Estado <= 4'b1000;
              end
            end
          4'b0110:  
            begin
              if((Digit[3]==0)&(Digit[2]==0)&(Digit[1]==1)&(Digit[0]==0)&(Valid))begin     
                C3 <= C3 + 8'b00000001;        
                StatusValido <= 1;
					      Estado <= 4'b1001;
              end
              else if(Valid)begin
                  Estado <= 4'b1000;
              end
            end
          4'b0111:  
            begin
              if((Digit[3]==0)&(Digit[2]==1)&(Digit[1]==0)&(Digit[0]==0)&(Valid))begin    
                C4 <= C4 + 8'b00000001;        
                StatusValido <= 1;
					      Estado <= 4'b1001;
              end
              else if(Valid)begin
                  Estado <= 4'b1000;
              end
            end
      	  4'b1000:  
            begin            
              Nulo <= Nulo + 8'b00000001;
              StatusNulo <= 0;
				      Estado <= 4'b1001;
            end
  			  4'b1001:  
    				begin
    				end
        endcase
    end
    if(Next) begin
        StatusValido <= 0;
        StatusNulo <= 1;
        Estado <= 4'b0000;
    end
    if (Finish) begin
        StatusValido <= 0;
        StatusNulo <= 1;
        Nulo <= 8'b00000000;
        C1 <= 8'b00000000;
        C2 <= 8'b00000000;
        C3 <= 8'b00000000;
        C4 <= 8'b00000000;
        Estado <= 4'b0000;
    end
end
endmodule
==> results.toml <==
# yosys + openroad results
[status]
status = "finished, final reports clean"

[power_and_ir_drop]
internal_power_w = 0.0005598
clkPwrFrac_pct = 35.7
p_comb_share_pct = 6.0
p_sw_w = 0.0001785
peakVddDrop_mv = 0.1130
p_seq_share_pct = 58.3
powerDensity_nw_per_um2 = 239.5
leakagePower_nw = 1.009
p_sw_share_pct = 24.18

[global_route]
grt.total_usage_pct = 13.90
grt_pass1_wl_mm = 9.694
grt_max_degree = 45
antenna_found_initial = 0
gr-total-overflow = 0
grt_pass1_vias = 2072

[synthesis]
synth-area-yosys_um2 = 2437
synthArstFlopShare_pct = 0
yosysWarnings = 1
edf_count = 0
synth.distinct_cells = 50
syn_area_per_cell_um2 = 8.290
yosys_most_used_dff = "dfxtp_1"
mappedNetlistArea_um2 = 2437
ys.flops = 46
yosys_cells = 294
top_cell = "dfxtp_1"
common_cells = "dfxtp_1, a21oi_1, nor2_1"
ys_seq_share_pct = 37.78
ys_top_cells_by_area = "dfxtp_1, a21oi_1, o21ai_0, or3_1, xor2_1"
top_cell_area_share_pct = 37.78
yosys.area.top_type = "dfxtp_1"
synthCells = 294

[final_timing]
post-route-min-period_ns = 3.104
setup_viol = 0
finalHoldViolCount = 0
slew_viol_final = 0
fmax_mhz = 322.2
grt_setup_unrepaired = "false"
slew_headroom_pct = 53.34
period_used_pct = 72.18
fin_skew_ns = 0.006659
worst_slew_pin_slew_ns = 0.6989
fin_setup_tns_ns = 0

[drt]
drt-initial-drc-count = 102
firstDrtPassIters = 4
vias = 2295
antennaDiodeCount = 0
drc = 0
vias_per_cell = 5.252
drt_wl_total_mm = 5.538
routedWlPerCell_um = 12.67
ant_nets = 0

[cells_and_area]
area_growth_pct = 26.49
nFillCells = 808
finalInstanceArea_um2 = 3083
layoutNonFillerInstCount = 437
drive_gt1_share_pct = 5.075

[flow_run]
cap_violations = 0
warnings = 25

[floorplanning]
die_w_um = 92.14
dieArea_um2 = 8489
initCoreUtil_pct = 31.22
fp-row-count = 32
die_h_um = 92.14
coreArea_um2 = 7807
num_io_pins = 50

[hold_path]
hp-class = "register to register"

[clock_tree]
cts_tree = "built"
cts.path.max_buffers = 2
clock-root-buffer = "clkbuf_8"
clkTransAtPathRegs_ns = 0.09
cts_hold_buf = 0
h-tree-depth = 2
postCtsSetupBuffers = 0
insertion_delay_ns = 0.30
cts_resized = 0
cts_made_buffers = 5
clock_sinks = 46

[setup_path]
start_kind = "input pin"
endpoint_kind = "register"
critPathArrivalTime_ns = 3.34
path_max_fanout = 14
path_class = "input pin to register"
required_ns = 4.53

[placed_design]
postPlaceCellArea_um2 = 2997
place_congestion = 0.8758
port_buffers = 49
dp.cells = 429
dp_hpwl_mm = 3.890
==> worst max-delay path, cell delays in order <==
cell and delay [ns]:
clkdlybuf4s50_1 0.71, nor3b_1 0.45, nand4_1 0.52, or4_1 0.65, a21oi_1 0.15
==> kinds of logic after synthesis <==
family / Yosys count / share of synthesized area (%)
simple gates: 133 / 32.39
compound gates: 67 / 16.32
flops: 46 / 37.78
buf+inv: 24 / 3.799
xor+xnor: 14 / 5.031
mux: 5 / 2.105
fa+ha+maj: 5 / 2.567
==> power by group through the flow <==
stage	Combinational (W)	Sequential, W	Clock [W]
4_1_cts	0.0000442	0.000430	0.000275
5_1_grt	0.0000489	0.000431	0.000291
6_report	0.0000442	0.000430	0.000264
==> cell usage in the layout, fill, tap and decap left out, types with 2 or more instances in the layout <==
master / synthesis / routed
mux2i_1: 4 / 4
nor4bb_1: 4 / 4
dfxtp_1: 46 / 46
or3b_1: 2 / 2
ha_1: 5 / 5
nand2_1: 19 / 19
nand4_1: 10 / 10
or4_4: 3 / 3
clkdlybuf4s50_1: 0 / 49
xnor2_1: 3 / 3
a21oi_1: 26 / 26
nor3_1: 4 / 4
xor2_1: 11 / 11
clkbuf_8: 0 / 5
nor2_1: 25 / 25
or4_1: 6 / 6
nand3_1: 15 / 15
a211oi_1: 2 / 2
and3_1: 4 / 4
inv_1: 7 / 7
nor3b_1: 2 / 2
or3_1: 16 / 16
nor2b_1: 5 / 5
o31ai_1: 7 / 7
o21ai_0: 21 / 21
nor4_1: 4 / 4
and4b_1: 2 / 2
nor4b_1: 3 / 3
==> worst paths after layout <==
kind | from | cells after the start | endpoint | slack [ns]
setup / recovery | Digit[2] | 5 | C2[7]$_SDFFE_PP0P_ | 1.20
hold / removal | StatusNulo$_SDFFE_PP1P_ | 2 | StatusNulo$_SDFFE_PP1P_ | 0.45
setup reg to reg | Estado[1]$_SDFFE_PP0P_ | 4 | C3[7]$_SDFFE_PP0P_ | 1.82
hold reg to reg | StatusNulo$_SDFFE_PP1P_ | 2 | StatusNulo$_SDFFE_PP1P_ | 0.45
==> registers in the layout (all words and copies together) (netlist names), named ones only <==
signal and cells:
C1 8, C2 8, C3 8, C4 8, Estado 2, Nulo 8
StatusNulo 1, StatusValido 1
==> layout make-up <==
class | instances | area (um^2) | area share (%)
clock buffer | 6 | 72.57 | 2.354
clock inverter | 2 | 13.76 | 0.4464
inverter | 7 | 26.28 | 0.8523
multi-input combinational | 224 | 1424 | 46.19
sequential | 46 | 920.9 | 29.87
tap | 102 | 127.6 | 4.140
timing repair buffer | 50 | 498.0 | 16.15
==> stage by stage <==
step / total power [W] / hold slack, ns / setup slack (ns) / utilization [%]
final: 0.0007383 / 0.4522 / 1.196 / 39.49
after global routing: 0.0007713 / 0.4953 / 0.9670 / 39.49
after CTS: 0.0007494 / 0.4587 / 1.235 / 39.49
after detailed placement: 0.0004845 / 0.4397 / 0.9322 / 38.38
after global placement: 0.0004842 / 0.4446 / 1.005 / 38.38
after floorplan: 0.0004693 / 0.4002 / 1.775 / -
==> metal layers <==
layer	GRT usage (%)	up-vias	wire [um]
met2	21.58	53	2440
met1	21.19	1061	2800
met5	0	-	0
li1	-	1176	-
met3	2.363	5	250
met4	1.823	0	46
No activity file was given, so power comes from the tool's default toggle rates.
